File: design/flow/design.v
module spi_slave_rx (
    input  logic        sclk,
    input  logic        cs,
    input  logic        mosi,
    input  logic [ 7:0] counter_in,
    input  logic        counter_in_upd,
    output logic [31:0] data,
    output logic        data_ready
);
  reg   [31:0] data_int;
  reg   [31:0] data_int_next;
  reg   [ 7:0] counter;
  reg   [ 7:0] counter_trgt;
  reg   [ 7:0] counter_next;
  reg   [ 7:0] counter_trgt_next;
  logic        running;
  logic        running_next;
  assign data = data_int_next;
  always_comb begin
    if (counter_in_upd) counter_trgt_next = counter_in;
    else if (counter_trgt == 8'h1) counter_trgt_next = 8'h7;
    else counter_trgt_next = counter_trgt;
    if (counter_in_upd) running_next = 1'b1;
    else if (counter == counter_trgt) running_next = 1'b0;
    else running_next = running;
    if (running) begin
      if (counter == counter_trgt) begin
        counter_next = 'h0;
        data_ready   = 1'b1;
      end else begin
        counter_next = counter + 1;
        data_ready   = 1'b0;
      end
      data_int_next = {data_int[30:0], mosi};
    end else begin
      counter_next  = counter;
      data_ready    = 1'b0;
      data_int_next = data_int;
    end
  end
  always @(posedge sclk or posedge cs) begin
    if (cs == 1'b1) begin
      counter      <= 0;
      counter_trgt <= 'h1;
      data_int     <= 'h0;
      running      <= 'h1;
    end else begin
      counter      <= counter_next;
      counter_trgt <= counter_trgt_next;
      data_int     <= data_int_next;
      running      <= running_next;
    end
  end
endmodule
File: design/flow/run.sh
#!/bin/bash
# OpenROAD 26Q1-2900-gdf79404cd8, Yosys 0.63+post, stock flow scripts
make -C /OpenROAD-flow-scripts/flow DESIGN_CONFIG=/design/flow/config.mk WORK_HOME=/design/flow/orfs finish
File: design/flow/config.mk
export PLATFORM = sky130hd
export DESIGN_NAME = spi_slave_rx
export DESIGN_NICKNAME = spi_slave_rx
export VERILOG_FILES = /design/flow/design.v
export SDC_FILE = /design/flow/constraint.sdc
export NUM_CORES = 4
export LEC_CHECK = 1
export CORE_UTILIZATION = 40
File: design/flow/constraint.sdc
current_design spi_slave_rx

set clk_period 2.9
set clk_io_pct 0.2

create_clock -name clk0 -period $clk_period [get_ports {sclk}]

set non_clock_inputs [all_inputs -no_clocks]
set_input_delay [expr $clk_period * $clk_io_pct] -clock clk0 $non_clock_inputs
set_output_delay [expr $clk_period * $clk_io_pct] -clock clk0 [all_outputs]
==> summary.txt <==
On the backend side, the flow ran end to end.

The mean post-synth cell area stands at 14.1 um2. The clock insertion delay at the later pin of the skew report stands at 300 ps. The signal arrival time at the worst endpoint stands at around 2100 ps. The portion of synthesized area spent on multiplexers is 0.212. The maximum net fanout on the critical path stands at 38. In the finished design, the share of the clock period the worst path needs comes to 0.916. The critical path starts at running.

The floorplan utilization stands at 0.422. The number of pins with negative max-slew slack in the final report stands at 0. For this run, the chip area from Yosys synthesis comes to 2020 um2. In the post-route report, total wirelength is listed as 3600 um. The area share of fa/ha/maj cells after synthesis stands at 0.00620. TritonCTS built the clock tree.

The endpoint identified for the worst register-to-register timing path is counter[7]. After clock tree synthesis, the clock-pin slew on the worst setup and hold paths is about 90 ps. On the final layout, the worst clock skew is 9.71 ps. The synthesized-area fraction occupied by ao, oa, aoi and oai cells stands at 0.0180.

After clock tree synthesis, the flow added hold-fix buffers numbering 0. The first-pass GRT wire length stands at slightly above 6000 um. The number of antenna violations at the first check in global routing stands at 0. Setup repair after global routing left no endpoint under its margin. STA lists the startpoint of the worst register-to-register path as running. The overall global routing resource usage stands at 0.153. For this block, the initial DRC count from the detailed router was around 55. In the layout the commonest cells are sky130_fd_sc_hd__dfrtp_1 (47), sky130_fd_sc_hd__clkdlybuf4s50_1 (44), sky130_fd_sc_hd__mux2_2 (38).

After synthesis, the largest family of logic cells by area is multiplexers. The worst setup path is launched from a register. The y dimension of the die stands at 73.1 um.

The number of detailed-route iterations in the first pass stands at 4. Global routing finished with a remaining overflow of 0. The floorplan has 25 rows. CTS saw 49 sinks. The via-per-instance ratio stands at 4.90. In the hold timing report, the worst path depth is 1. In the setup report, the worst path falls into the class register to primary output. Per Yosys stat, the portion of area used by sequential elements is 0.608. The tally of unique sky130hd cells used after synthesis stands at 26. The number of cells on the worst reg-to-reg path stands at 5. Per the run report, area growth between synthesis and finish was 31.7%. According to the I/O placement log, the pin count is 45. In the per-layer summary, the met1 wirelength comes to 1630 um. The floorplan core area stands at 4790 um2. The routed design uses about 250 um of met3 wire. The sum of negative setup slack stands at 0 ps. The smallest clock period supported by the final layout is computed as 2660 ps. The synthesis warning total stands at 1. The worst setup path is captured at a primary output. The final antenna-violating net count stands at 0.

The post-synthesis share of cell area spent on xor and xnor gates stands at 0.0607. The die covers 5340 um2. The fraction of final layout cells with drive strength greater than 1 stands at 0.275.

The horizontal die dimension reported for this design is 73.1 um. The number of cells in Yosys stat stands at ~140. For this sky-water flow run, the detailed-routed wirelength per cell is reported as 13.8 um.

The critical path required time stands at around 2300 ps. The post-cts sizing count stands at 0. The slew at the pin closest to its max-slew limit stands at approximately 500 ps. The cell count after placement stands at about 250. The script computed a power per unit cell area of 821 nW/um2. The post-CTS setup repair buffer count stands at 0. The placement summary gives the final routability congestion estimate as 0.802. The largest net degree at the start of global routing stands at 39. The tally of non-filler cells in the final layout stands at 260. The summed instance area of the synthesized netlist stands at 2020 um2. The library cell used most frequently in the layout, excluding fill and tap cells, is sky130_fd_sc_hd__dfrtp_1.

The CTS report gives the tree buffer count as 5. The met2 wirelength from detailed routing stands at about 1700 um. The total vias in the final route stands at 1,275. Per the synthesis report, the simple-gate share of the synthesized area is 0.0743. Per the CTS log, the root buffer master is sky130_fd_sc_hd__clkbuf_8. The path class of the tightest hold or removal check is register to register.

The H-tree was split into 2 levels. The clock passes through at most 2 buffers. Per STA, the endpoint of the critical path is data[9].

Per the OpenROAD power report, leakage power amounts to approximately 1.1 nW. The number of setup violations in the final report stands at 0. The number of antenna diodes in the final layout is 0. The run finished with clean final reports. The highest supply drop recorded on VDD is 0.428 mV. The number of max-cap violations stands at 0.

The via count of the first global-routing pass came to between 1k and 1.5k. The script parses the final routing iteration and logs DRC violations as 0. Signal routing reaches up to met4. The achievable frequency stands at roughly 380 MHz. Port buffering added about 44 buffers. The wire-length estimate of the detail-placed layout is 2480 um. In the final report, the number of hold violations comes to 0.

The count of tool warnings stands at 25. The number of synthesized register bits stands at 49. Checking max transition, the worst relative margin is 0.673. The gate count after technology mapping stands at around 140. The register-to-register path setup slack stands at 1180 ps.
==> cells in the mapped netlist <==
master | instances | area (um2)
sky130_fd_sc_hd__o2bb2ai_1 | 1 | 8.76
sky130_fd_sc_hd__a21oi_1 | 3 | 15.0
sky130_fd_sc_hd__nor2_1 | 6 | 22.5
sky130_fd_sc_hd__nand2_1 | 5 | 18.8
sky130_fd_sc_hd__nand4_1 | 3 | 18.8
sky130_fd_sc_hd__nor4_4 | 1 | 21.3
sky130_fd_sc_hd__mux2_2 | 38 | 428
sky130_fd_sc_hd__buf_4 | 1 | 7.51
sky130_fd_sc_hd__inv_1 | 4 | 15.0
sky130_fd_sc_hd__nor2b_1 | 2 | 12.5
sky130_fd_sc_hd__nand2b_1 | 1 | 6.26
sky130_fd_sc_hd__dfrtp_1 | 47 | 1180
sky130_fd_sc_hd__xor2_1 | 6 | 52.6
sky130_fd_sc_hd__o21bai_1 | 1 | 7.51
sky130_fd_sc_hd__dfstp_2 | 2 | 52.6
sky130_fd_sc_hd__and3_1 | 1 | 6.26
sky130_fd_sc_hd__nand3_1 | 3 | 15.0
sky130_fd_sc_hd__buf_2 | 3 | 15.0
sky130_fd_sc_hd__nor3_1 | 1 | 5.00
sky130_fd_sc_hd__clkbuf_1 | 1 | 3.75
sky130_fd_sc_hd__and4_1 | 1 | 8.76
sky130_fd_sc_hd__nor4b_1 | 1 | 8.76
sky130_fd_sc_hd__ha_1 | 1 | 12.5
sky130_fd_sc_hd__o21ai_0 | 1 | 5.00
sky130_fd_sc_hd__xnor2_1 | 8 | 70.1
sky130_fd_sc_hd__nor4_1 | 1 | 6.26
==> area by class of cell <==
type                       count  area [um2]
clock inverter                 2        37.5
tap                           67        83.8
timing repair buffer          47         463
fill                         399        2130
inverter                       4        15.0
sequential                    49        1230
clock buffer                   6        82.6
multi-input combinational     85         749
==> per-stage QoR <==
| stage | cell area [um2] | worst slack (ps) | utilization | power [mW] | hold slack, ps |
|---|---|---|---|---|---|
| after floorplan | 2020 | 1120 | - | 1.32 | 455 |
| after global placement | 2540 | 589 | 0.531 | 1.69 | 483 |
| after detailed placement | 2540 | 572 | 0.531 | 1.70 | 491 |
| after CTS | 2660 | 224 | 0.556 | 2.21 | 510 |
| after global routing | 2660 | 137 | 0.556 | 2.33 | 519 |
| final | 2660 | 243 | 0.556 | 2.18 | 505 |
==> how the worst min path moves through the flow <==
stage	end	from	slack, ps
after CTS	data_int[31]	data_int[31]	510
after global routing	data_int[31]	data_int[31]	520
final	data_int[31]	data_int[31]	510
==> where the power goes <==
group	internal [mW]	switching [mW]	leakage, nW
clock network	0.280	0.227	0.0574
logic	0.445	0.202	0.479
registers	0.885	0.146	0.574
total	1.61	0.575	1.11
==> logic make-up after synthesis <==
family	Yosys count
adders and majority gates	1
and+or+nand+nor	26
buffers and inverters	9
DFF	49
AOI/OAI and AO/OA	6
xor gates and xnor gates	14
muxes	38
==> sequential cells by signal, summed over array words and instances, names as in the netlist <==
register / count
counter: 8
counter_trgt: 8
data_int: 32
running: 1
==> critical path: stages (launching register included) <==
cell                              delay [ps]
sky130_fd_sc_hd__dfstp_2                 540
sky130_fd_sc_hd__buf_4                   390
sky130_fd_sc_hd__mux2_2                  400
sky130_fd_sc_hd__clkdlybuf4s50_1         440
==> per-layer routing <==
layer | global-route usage | up-vias
met2 | 0.237 | 34
met3 | 0.0462 | 7
met1 | 0.229 | 637
li1 | - | 597
met5 | 0 | -
met4 | 0.0218 | 0
Power and IR drop assume default switching activity.
