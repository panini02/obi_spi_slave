$ cat flow/design.v
module spi_slave_obi_plug #(
    parameter OBI_ADDR_WIDTH = 32,
    parameter OBI_DATA_WIDTH = 32
) (
    input logic obi_aclk,
    input logic obi_aresetn,
    output logic                      obi_master_req,
    input  logic                      obi_master_gnt,
    output logic [OBI_ADDR_WIDTH-1:0] obi_master_addr,
    output logic                      obi_master_we,
    output logic [OBI_DATA_WIDTH-1:0] obi_master_w_data,
    output logic [               3:0] obi_master_be,
    input logic obi_master_r_valid,
    input logic [OBI_DATA_WIDTH-1:0] obi_master_r_data,
    input logic [OBI_ADDR_WIDTH-1:0] rxtx_addr,
    input logic rxtx_addr_valid,
    input logic start_tx,
    input logic cs,
    output logic [31:0] tx_data,
    output logic tx_valid,
    input logic tx_ready,
    input logic [31:0] rx_data,
    input logic rx_valid,
    output logic rx_ready,
    input logic [15:0] wrap_length
);
  logic [OBI_ADDR_WIDTH-1:0] curr_addr;
  logic [OBI_ADDR_WIDTH-1:0] next_addr;
  logic [              31:0] curr_data_rx;
  logic [OBI_DATA_WIDTH-1:0] curr_data_tx;
  logic                      sample_fifo;
  logic                      sample_obidata;
  logic                      sample_rxtx_state;
  logic                      rxtx_state;
  logic [               0:0] curr_rxtx_state;   
  logic                      incr_addr_w;
  logic                      incr_addr_r;
  logic [              15:0] tx_counter;
  logic [              15:0] wrap_length_t;
  enum logic [1:0] {
    IDLE,
    OBIADDR,
    OBIRESP,
    DATA
  }
      OBI_CS, OBI_NS;
  assign wrap_length_t = (wrap_length == 0) ? 16'h1 : wrap_length;
  always_ff @(posedge obi_aclk or negedge obi_aresetn) begin
    if (obi_aresetn == 0) begin
      OBI_CS          <= IDLE;
      curr_data_rx    <= 'h0;
      curr_data_tx    <= 'h0;
      curr_addr       <= 'h0;
      curr_rxtx_state <= 'h0;
    end else begin
      OBI_CS <= OBI_NS;
      if (sample_fifo) curr_data_rx <= rx_data;
      if (sample_obidata) curr_data_tx <= obi_master_r_data;
      if (sample_rxtx_state) curr_rxtx_state <= rxtx_state;
      if (rxtx_addr_valid) curr_addr <= rxtx_addr;
      else if (incr_addr_w | incr_addr_r) curr_addr <= next_addr;
    end
  end
  always_ff @(posedge obi_aclk or negedge obi_aresetn) begin
    if (obi_aresetn == 1'b0) tx_counter <= 16'h0;
    else if (start_tx) tx_counter <= 16'h0;
    else if (incr_addr_w | incr_addr_r) begin
      if (tx_counter == wrap_length_t - 1) tx_counter <= 16'h0;
      else tx_counter <= tx_counter + 16'h1;
    end
  end
  always_comb begin
    next_addr = 32'b0;
    if (rxtx_addr_valid) next_addr = rxtx_addr;
    else if (tx_counter == wrap_length_t - 1) next_addr = rxtx_addr;
    else next_addr = curr_addr + 32'h4;
  end
  always_comb begin
    OBI_NS            = IDLE;
    sample_fifo       = 1'b0;
    rx_ready          = 1'b0;
    tx_valid          = 1'b0;
    obi_master_req    = 1'b0;
    obi_master_we     = 1'b0;
    sample_obidata    = 1'b0;
    sample_rxtx_state = 1'b0;
    rxtx_state        = 1'b0;
    incr_addr_w       = 1'b0;
    incr_addr_r       = 1'b0;
    case (OBI_CS)
      IDLE: begin
        if (rx_valid) begin
          sample_fifo       = 1'b1;
          rx_ready          = 1'b1;
          rxtx_state        = 1'b1;
          sample_rxtx_state = 1'b1;
          OBI_NS            = OBIADDR;
        end else if (start_tx && !cs) begin
          rxtx_state = 1'b0;
          sample_rxtx_state = 1'b1;
          OBI_NS = OBIADDR;
        end else begin
          OBI_NS = IDLE;
        end
      end
      OBIADDR: begin
        if (curr_rxtx_state == 1'b1) begin
          obi_master_we = 1'b1;
        end
        obi_master_req = 1'b1;
        if (obi_master_gnt && ((tx_ready && (curr_rxtx_state == 1'b0)) || (curr_rxtx_state == 1'b1))) OBI_NS = OBIRESP;
        else OBI_NS = OBIADDR;
      end
      OBIRESP: begin
        if (obi_master_r_valid) begin
          OBI_NS = IDLE;
          if (curr_rxtx_state == 1'b0) begin
            sample_obidata = 1'b1;
            OBI_NS = DATA;
          end else incr_addr_w = 1'b1;
        end else OBI_NS = OBIRESP;
      end
      DATA: begin
        tx_valid = 1'b1;
        if (cs) begin
          OBI_NS = IDLE;
        end else begin
          if (tx_ready) begin
            if (tx_counter == wrap_length_t - 1) begin
              OBI_NS = IDLE;
            end else begin
              OBI_NS      = OBIADDR;
            end
            incr_addr_r = 1'b1;
          end else begin
            OBI_NS = DATA;
          end
        end
      end
    endcase
  end
  assign tx_data = curr_data_tx;
  assign obi_master_addr   =  curr_addr;
  assign obi_master_w_data    = curr_data_rx;
  assign obi_master_be = 4'b1111;
endmodule
$ cat flow/run.sh
#!/bin/bash
# OpenROAD 26Q1-2900-gdf79404cd8, Yosys 0.63+post, stock flow scripts
make -C /OpenROAD-flow-scripts/flow DESIGN_CONFIG=/design/flow/config.mk WORK_HOME=/design/flow/orfs finish
$ cat flow/config.mk
export PLATFORM = sky130hd
export DESIGN_NAME = spi_slave_obi_plug
export DESIGN_NICKNAME = spi_slave_obi_plug
export VERILOG_FILES = /design/flow/design.v
export SDC_FILE = /design/flow/constraint.sdc
export NUM_CORES = 4
export LEC_CHECK = 1
export CORE_UTILIZATION = 50
$ cat flow/constraint.sdc
current_design spi_slave_obi_plug

set clk_period 7.1
set clk_io_pct 0.2

create_clock -name clk0 -period $clk_period [get_ports {obi_aclk}]

set non_clock_inputs [all_inputs -no_clocks]
set_input_delay [expr $clk_period * $clk_io_pct] -clock clk0 $non_clock_inputs
set_output_delay [expr $clk_period * $clk_io_pct] -clock clk0 [all_outputs]
==> metrics.yaml <==
status: "finished clean"
std_cell_rows: 40
topCellsByArea: "dfrtp_1 45%, mux2_2 12%, mux2_1 3.2%, nand2_1 3.2%, nand3_1 2.9%"
drtIter0Drc: 496
cts-resized-gates: 0
fin_skew_ns: 0.00590
preCtsSetupSlack_ns: 0.650
post_route_cells_drive_above_1_share_pct: 14.7
portBuffers: 220
worst_slack_ns: 0.970
start_kind: "primary input"
grt_usage_pct: 30.6
warnings: 26
critPathMaxFanout: 20
drt_wl_total_um: 18900
netlist_area_sq_um: 6400
common_cells: "116 x dfrtp_1, 66 x mux2_2, 54 x nand2_1"
area_growth_syn_to_layout_pct: 46.0
cts_tree: "done"
antenna_found_initial: 1
ys_chip_area_sq_um: 6400
crit_path_end_kind: "register"
ff_type: "dfrtp_1"
initCoreUtil_pct: 52.2
route.antenna.remaining_nets: 0
chipArea_sq_um: 13300
setup_tns_ns: 0
max_cap_viol_count: 0
r2r_end: "curr_addr[29]"
powerDensity_nw_per_um2: 337
drc: 0
min-delay-start: "curr_addr[1]"
whs_endpoint: "curr_addr[1]"
hold_path_depth: 1
drt-vias-per-instance: 5.71
dr.pass1.iters: 5
io_pins: 225
async_flop_share_pct: 100
avgSynthCellArea_sq_um: 10.3
fp.dieH_um: 115
post-dp-hpwl_um: 13100
htreeDepth: 4
fin_area_sq_um: 9350
place_congestion: 0.905
top_area_share_pct: 45.3
syn-instance-count: 621
grt_pass1_vias: 5685
setup_viol: 0
place_area_sq_um: 8730
worst_slew_pin_slew_ns: 0.687
regToRegStartpoint: "tx_counter[1]"
grt_start_max_net_pins: 53
antenna_cells: 0
relSlewSlack_pct: 54.1
ys_seq_share_pct: 45.8
numCtsBuffers: 17
fmax_mhz: 163
hp-class: "register to register"
clock_path_buffers: 2
overflow: 0
grt_pass1_wl_um: 29800
yosysTopAreaCell: "dfrtp_1"
detail_route.wl_per_cell_um: 18.6
path_clk_slew_ns: 0.05
ys_warn_count: 1
period_needed_ns: 6.13
rsz0062_at_grt: "no"
yosysUniqueCellTypes: 68
die_w_um: 115
report.final.slew_viol_count: 0
yosysCellCount: 621
clk_latency_ns: 0.41
root_buffer: "clkbuf_16"
worstSetupPathType: "primary input to register"
p_leak_uw: 0.00368
ys_ff: 117
r2r_cells: 9
critPathArrivalTime_ns: 6.42
final_core_util_pct: 76.2
cts_setup_buffers: 0
required_ns: 7.39
edf_count: 0
r2r_setup_slack_ns: 3.65
fin_crit_sh_pct: 86.3
ctsHoldBuffers: 0
core_sq_um: 12300
vias: 5795
hold_viol_final: 0
vdd_ir_drop_max_v: 0.000277
top_cell: "dfrtp_1"
cts.sinks: 117
hold_ws_ns: 0.486
## kinds of logic after synthesis
| group | Yosys count | share of synthesized area, % |
|---|---|---|
| other | 1 | 0.0586 |
| multiplexers | 85 | 14.9 |
| buffers and inverters | 53 | 3.62 |
| flip-flops | 117 | 45.8 |
| XOR/XNOR | 33 | 4.52 |
| AND-OR/OR-AND | 85 | 9.17 |
| adder cells (fa/ha/maj) | 3 | 0.586 |
| AND/OR/NAND/NOR | 244 | 21.4 |
## sequential cells by signal (all words and copies together), names as in the netlist
| signal | count |
|---|---|
| curr_addr | 32 |
| curr_data_rx | 32 |
| curr_data_tx | 32 |
| tx_counter | 16 |
| OBI_CS | 4 |
| curr_rxtx_state | 1 |
## layout by cell type, fill, tap and decap left out, types with 5 or more instances in the layout
master           instances
nand4_1                 18
clkbuf_16               17
and4_1                   5
a31oi_1                 14
and3_1                  12
or3_1                    7
nor3_1                  18
nand3_1                 37
nor4_1                   8
inv_1                   15
dfrtp_1                116
xor2_1                  13
xnor2_1                 20
nand2_1                 54
buf_4                   11
o31ai_1                  5
or4_1                   10
mux2_2                  66
mux2_1                  18
nand3b_1                 8
clkdlybuf4s50_1        219
nand2b_1                 6
o21ai_0                 15
and2_1                   5
nor2_1                  30
a21oi_1                 11
## critical path, stage by stage
cell and delay (ns):
clkdlybuf4s50_1 0.53, or4_4 0.63, nor4b_4 0.45, a21oi_1 0.18, ha_1 0.33, xnor2_1 0.13
a221o_1 0.25, a2111oi_0 0.40, o2111ai_1 0.29, nor4_1 0.62, and3_1 0.53, a21oi_2 0.09
buf_4 0.23, mux2_1 0.33
## metrics by stage
step | std cells | power (uW)
after floorplan | 624 | 1530
after global placement | 984 | 2190
after detailed placement | 984 | 2240
after CTS | 1014 | 3170
after global routing | 1014 | 3320
final | 1014 | 3150
## per-layer routing
metal  share of wire [%]  up-vias  track usage (%)
met5               0.069        -                0
met4                 1.8        2             4.85
met3                 9.4       24             9.97
met2                  48      256             47.5
met1                  41     2800             44.7
li1                    -     2713                -
## power by group
| group | leakage, uW | internal (uW) | switching, uW |
|---|---|---|---|
| combinational | 0.00197 | 763 | 390 |
| sequential | 0.00141 | 909 | 184 |
| clock | 0.000305 | 609 | 292 |
| total | 0.00368 | 2280 | 866 |
## worst max-delay path by stage
stage	start	endpoint	slack (ns)	depth (start not counted)
4_1_cts	wrap_length[6]	curr_addr[11]	1.0	14
5_1_grt	wrap_length[6]	curr_addr[30]	0.71	14
6_report	wrap_length[6]	curr_addr[29]	0.97	14
## area by class of cell
class | count | area (sq um)
Tap cell | 168 | 210
Clock buffer | 21 | 470
Inverter | 15 | 56.3
Clock inverter | 9 | 151
Timing Repair Buffer | 230 | 2270
Multi-Input combinational cell | 454 | 3260
Fill cell | 824 | 2910
Sequential cell | 117 | 2930
Power and IR drop assume default switching activity.
